<file path="design/flow/design.v">
`timescale 1ns / 1ps
module rs_datafeeder
#(
	parameter DATA_WIDTH = 8,
	parameter KERNEL_SIZE = 3
)
(
	input  clk,
	input  rst_n,
	input  en,
	input  clear,
	input  mode_sel_i,
	input  [1:0]dilation_sel_i,
	output [KERNEL_SIZE-1:0]ifmap_fifo_data_req_o,
	input  [KERNEL_SIZE-1:0]ifmap_fifo_data_valid_i,
	input  [KERNEL_SIZE*DATA_WIDTH-1:0]ifmap_fifo_data_i,
	output reg window_data_valid_o,
	output reg [KERNEL_SIZE*KERNEL_SIZE*DATA_WIDTH-1:0]window_data_o
);
localparam 	MODE_NORMAL_CONV 	= 1'b0,
			MODE_PW_CONV 		= 1'b1;
localparam 	DILATION_NONE 		= 2'b00,
			DILATION_2			= 2'b01,
			DILATION_4			= 2'b10;
integer i, j;
genvar k;
reg [DATA_WIDTH-1:0]r_window_data_regs[KERNEL_SIZE-1:0][KERNEL_SIZE-1:0];
wire [2:0]w_shift_line_data_valid;
wire [DATA_WIDTH*KERNEL_SIZE-1:0]w_tap_data[2:0];
wire s_shift_ram_data_valid;
generate 
	for(k = 0; k < KERNEL_SIZE; k = k + 1) begin: multi_line_shift_ram
		dilated_shift_ram u_dilated_shift_ram
		(
			.clk(clk),
			.rst_n(rst_n),
			.en(en),
			.clear(clear),
			.dilation_sel_i(dilation_sel_i),
			.ifmap_fifo_data_valid_i(ifmap_fifo_data_valid_i[k]),
			.tap_data_valid_o(w_shift_line_data_valid[k]),
			.shift_data_in_i(ifmap_fifo_data_i[(k+1)*DATA_WIDTH-1-:DATA_WIDTH]),
			.tap_data_o(w_tap_data[k])
		);
	end
endgenerate
assign s_shift_ram_data_valid = (w_shift_line_data_valid[0] & w_shift_line_data_valid[1] & w_shift_line_data_valid[2]);
always @(posedge clk or negedge rst_n) begin
	if(!rst_n) begin
		for(i = 0; i < KERNEL_SIZE; i = i + 1) begin
			for(j = 0; j < KERNEL_SIZE; j = j + 1) begin
				r_window_data_regs[i][j] <= {KERNEL_SIZE{1'd0}};
			end
		end
	end
	else if(clear) begin
		for(i = 0; i < KERNEL_SIZE; i = i + 1) begin
			for(j = 0; j < KERNEL_SIZE; j = j + 1) begin
				r_window_data_regs[i][j] <= {KERNEL_SIZE{1'd0}};
			end
		end
	end
	else if(ifmap_fifo_data_valid_i[0]) begin
		case(mode_sel_i)
			MODE_NORMAL_CONV: begin
				r_window_data_regs[0][0] <= w_tap_data[0][(0+1)*DATA_WIDTH-1-:DATA_WIDTH];
				r_window_data_regs[0][1] <= w_tap_data[0][(1+1)*DATA_WIDTH-1-:DATA_WIDTH];
				r_window_data_regs[0][2] <= w_tap_data[0][(2+1)*DATA_WIDTH-1-:DATA_WIDTH];
				r_window_data_regs[1][0] <= w_tap_data[1][(0+1)*DATA_WIDTH-1-:DATA_WIDTH];
				r_window_data_regs[1][1] <= w_tap_data[1][(1+1)*DATA_WIDTH-1-:DATA_WIDTH];
				r_window_data_regs[1][2] <= w_tap_data[1][(2+1)*DATA_WIDTH-1-:DATA_WIDTH];
				r_window_data_regs[2][0] <= w_tap_data[2][(0+1)*DATA_WIDTH-1-:DATA_WIDTH];
				r_window_data_regs[2][1] <= w_tap_data[2][(1+1)*DATA_WIDTH-1-:DATA_WIDTH];
				r_window_data_regs[2][2] <= w_tap_data[2][(2+1)*DATA_WIDTH-1-:DATA_WIDTH];
			end
			MODE_PW_CONV: begin
				for(i = 0; i < KERNEL_SIZE; i = i + 1) begin
					for(j = 0; j < KERNEL_SIZE; j = j + 1) begin
						r_window_data_regs[i][j] <= ifmap_fifo_data_i[(0+1)*DATA_WIDTH-1-:DATA_WIDTH];
					end
				end
			end
			default:;
		endcase
	end
end
always @(*) begin
	for(i = 0; i < KERNEL_SIZE; i = i + 1) begin
		for(j = 0; j < KERNEL_SIZE; j = j + 1) begin
			window_data_o[(i*KERNEL_SIZE+j+1)*DATA_WIDTH-1-:DATA_WIDTH] = r_window_data_regs[i][j];
		end
	end
end
always @(posedge clk or negedge rst_n) begin
	if(!rst_n) begin
		window_data_valid_o <= 1'b0;
	end
	else if(clear) begin
		window_data_valid_o <= 1'b0;
	end
	else if(mode_sel_i == MODE_NORMAL_CONV) begin
		window_data_valid_o <= s_shift_ram_data_valid;
	end
	else begin
		window_data_valid_o <= (en && ifmap_fifo_data_valid_i[0]) ? 1'b1 : 0;
	end
end
endmodule
`timescale 1ns / 1ps
module shift_ram
#(
	parameter DATA_WIDTH = 8,
	parameter TAP_NUMBER = 3
)
(
	input  clk,
	input  rst_n,
	input  en,
	input  clear,
	output ifmap_fifo_data_req_o,
	input  ifmap_fifo_data_valid_i,
	output tap_data_valid_o,
	input  [DATA_WIDTH-1:0]shift_data_in_i,
	output [TAP_NUMBER*DATA_WIDTH-1:0]tap_data_o
);
localparam FMAP_TILE_SIZE = 32;
integer i;
reg [DATA_WIDTH-1:0]shift_ram_regs[TAP_NUMBER*FMAP_TILE_SIZE-1:0];
initial begin
	for(i = 0; i < TAP_NUMBER*FMAP_TILE_SIZE; i = i + 1) begin
		shift_ram_regs[i] = 0;
	end
end
wire s_shift_ram_en;
assign s_shift_ram_en = en && ifmap_fifo_data_valid_i;
reg r_shift_ram_en;
always @(posedge clk or negedge rst_n) begin
	if(!rst_n) begin
		r_shift_ram_en <= 1'b0;
	end
	else if(clear) begin
		r_shift_ram_en <= 1'b0;
	end
	else begin
		r_shift_ram_en <= s_shift_ram_en;
	end
end
always @(posedge clk or negedge rst_n) begin
	if(!rst_n) begin
		for(i = 0; i < TAP_NUMBER*FMAP_TILE_SIZE; i = i + 1) begin
			shift_ram_regs[i] = 0;
		end
	end
	else if(clear) begin
		for(i = 0; i < TAP_NUMBER*FMAP_TILE_SIZE; i = i + 1) begin
			shift_ram_regs[i] = 0;
		end
	end
	else if(en) begin
		shift_ram_regs[0] <= shift_data_in_i;
		for(i = 1; i < TAP_NUMBER*FMAP_TILE_SIZE; i = i + 1) begin
			shift_ram_regs[i] <= shift_ram_regs[i-1];
		end
	end
end
reg [6:0]shift_cnt;
always @(posedge clk or negedge rst_n) begin
	if(!rst_n) begin
		shift_cnt <= 7'd0;
	end
	else if(clear) begin
		shift_cnt <= 7'd0;
	end
	else if(r_shift_ram_en) begin
		if(shift_cnt < TAP_NUMBER * FMAP_TILE_SIZE) begin
			shift_cnt <= shift_cnt + 7'd1;
		end
	end
end
generate 
	genvar j;
	for(j = 0; j < TAP_NUMBER; j = j + 1) begin
		assign tap_data_o[(j+1)*DATA_WIDTH-1-:DATA_WIDTH] = shift_ram_regs[(j+1)*FMAP_TILE_SIZE-1];
	end
endgenerate
assign ifmap_fifo_data_req_o = en;
assign tap_data_valid_o = (shift_cnt == TAP_NUMBER * FMAP_TILE_SIZE) ? 1 : 0;
endmodule
module dilated_shift_ram
#(
	parameter DATA_WIDTH = 8,
	parameter TAP_NUMBER = 3
)
(
	input  clk,
	input  rst_n,
	input  en,
	input  clear,
	input  [1:0]dilation_sel_i,
	input  ifmap_fifo_data_valid_i,
	output reg tap_data_valid_o,
	input  [DATA_WIDTH-1:0]shift_data_in_i,
	output reg [TAP_NUMBER*DATA_WIDTH-1:0]tap_data_o
);
localparam	SHIFT_REG_COLUMN 	= 5;
localparam 	DILATION_NONE 		= 2'b00,
			DILATION_2			= 2'b01,
			DILATION_4			= 2'b10;
integer i, j;
reg [DATA_WIDTH-1:0]shift_ram_regs[TAP_NUMBER-1:0][SHIFT_REG_COLUMN-1:0];
wire s_shift_ram_en;
assign s_shift_ram_en = en && ifmap_fifo_data_valid_i;
reg r_shift_ram_en;
always @(posedge clk or negedge rst_n) begin
	if(!rst_n) begin
		r_shift_ram_en <= 1'b0;
	end
	else if(clear) begin
		r_shift_ram_en <= 1'b0;
	end
	else begin
		r_shift_ram_en <= s_shift_ram_en;
	end
end
always @(posedge clk or negedge rst_n) begin
	if(!rst_n) begin
		for(i = 0; i < TAP_NUMBER; i = i + 1) begin
			for(j = 0; j < SHIFT_REG_COLUMN; j = j + 1) begin
				shift_ram_regs[i][j] = 0;
			end
		end
	end
	else if(clear) begin
		for(i = 0; i < TAP_NUMBER; i = i + 1) begin
			for(j = 0; j < SHIFT_REG_COLUMN; j = j + 1) begin
				shift_ram_regs[i][j] = 0;
			end
		end
	end
	else if(en) begin
		shift_ram_regs[0][0] <= shift_data_in_i;
		case(dilation_sel_i)
			DILATION_NONE: begin
				shift_ram_regs[1][0] <= shift_ram_regs[0][0];
				shift_ram_regs[2][0] <= shift_ram_regs[1][0];
			end
			DILATION_2: begin
				shift_ram_regs[1][0] <= shift_ram_regs[0][2];
				shift_ram_regs[2][0] <= shift_ram_regs[1][2];
			end
			DILATION_4: begin
				shift_ram_regs[1][0] <= shift_ram_regs[0][4];
				shift_ram_regs[2][0] <= shift_ram_regs[1][4];
			end
		endcase
		for(i = 0; i < TAP_NUMBER; i = i + 1) begin
			for(j = 1; j < SHIFT_REG_COLUMN; j = j + 1) begin
				shift_ram_regs[i][j] <= shift_ram_regs[i][j-1];
			end
		end
	end
end
reg [3:0]shift_cnt;
always @(posedge clk or negedge rst_n) begin
	if(!rst_n) begin
		shift_cnt <= 4'd0;
	end
	else if(clear) begin
		shift_cnt <= 4'd0;
	end
	else if(r_shift_ram_en) begin
		if(shift_cnt < TAP_NUMBER * SHIFT_REG_COLUMN) begin
			shift_cnt <= shift_cnt + 4'd1;
		end
	end
end
always @(*) begin
	case(dilation_sel_i)
		DILATION_NONE: begin
			tap_data_o[DATA_WIDTH*1-1-:DATA_WIDTH] = shift_ram_regs[0][0];
			tap_data_o[DATA_WIDTH*2-1-:DATA_WIDTH] = shift_ram_regs[1][0];
			tap_data_o[DATA_WIDTH*3-1-:DATA_WIDTH] = shift_ram_regs[2][0];
		end
		DILATION_2: begin
			tap_data_o[DATA_WIDTH*1-1-:DATA_WIDTH] = shift_ram_regs[0][2];
			tap_data_o[DATA_WIDTH*2-1-:DATA_WIDTH] = shift_ram_regs[1][2];
			tap_data_o[DATA_WIDTH*3-1-:DATA_WIDTH] = shift_ram_regs[2][2];
		end
		DILATION_4: begin
			tap_data_o[DATA_WIDTH*1-1-:DATA_WIDTH] = shift_ram_regs[0][4];
			tap_data_o[DATA_WIDTH*2-1-:DATA_WIDTH] = shift_ram_regs[1][4];
			tap_data_o[DATA_WIDTH*3-1-:DATA_WIDTH] = shift_ram_regs[2][4];
		end
		default: begin
			tap_data_o[DATA_WIDTH*1-1:0] = {DATA_WIDTH{1'b0}};
			tap_data_o[DATA_WIDTH*2-1:0] = {DATA_WIDTH{1'b0}};
			tap_data_o[DATA_WIDTH*3-1:0] = {DATA_WIDTH{1'b0}};
		end
	endcase
end
always @(*) begin
	case(dilation_sel_i)
		DILATION_NONE: begin
			if(shift_cnt >= TAP_NUMBER*1-1) begin
				tap_data_valid_o = 1'b1;
			end
			else begin
				tap_data_valid_o = 1'b0;
			end
		end
		DILATION_2: begin
			if(shift_cnt >= TAP_NUMBER*3-1) begin
				tap_data_valid_o = 1'b1;
			end
			else begin
				tap_data_valid_o = 1'b0;
			end
		end
		DILATION_4: begin
			if(shift_cnt >= TAP_NUMBER*5-1) begin
				tap_data_valid_o = 1'b1;
			end
			else begin
				tap_data_valid_o = 1'b0;
			end
		end
		default: tap_data_valid_o = 1'b0;
	endcase
end
endmodule
</file>
<file path="design/flow/run.sh">
#!/bin/bash
# OpenROAD 26Q1-2900-gdf79404cd8, Yosys 0.63+post, stock flow scripts
make -C /OpenROAD-flow-scripts/flow DESIGN_CONFIG=/design/flow/config.mk WORK_HOME=/design/flow/orfs finish
</file>
<file path="design/flow/config.mk">
export PLATFORM = sky130hd
export DESIGN_NAME = rs_datafeeder
export DESIGN_NICKNAME = rs_datafeeder
export VERILOG_FILES = /design/flow/design.v
export SDC_FILE = /design/flow/constraint.sdc
export NUM_CORES = 4
export LEC_CHECK = 1
export CORE_UTILIZATION = 50
</file>
<file path="design/flow/constraint.sdc">
current_design rs_datafeeder

set clk_period 1.8
set clk_io_pct 0.2

create_clock -name clk0 -period $clk_period [get_ports {clk}]

set non_clock_inputs [all_inputs -no_clocks]
set_input_delay [expr $clk_period * $clk_io_pct] -clock clk0 $non_clock_inputs
set_output_delay [expr $clk_period * $clk_io_pct] -clock clk0 [all_outputs]
</file>
==> notes.md <==
The flow ran to the end, and the final reports show no timing, DRC or antenna violations. The total of max-cap violations was 0. Routed length per instance: 21.2 um. The logs give 110 for the top-level I/O count and 0 for the leftover overflow at the end of global routing. The placement summary gives the final routability congestion estimate as 0.848. Kind of capture point of the worst setup path: an output port. Looking at the max-slew report, the worst-margin pin has a slew of 0.702 ns.

The number of global-route vias before repair was 14200; the initial DRC count was 1247. The final critical path time including I/O delays and setup works out to 1.76 ns. Hold timing on the final database bottoms out at a slack of 0.211 ns.

Per the skew report, the later register of the worst-skew pair sees a clock latency of 0.58 ns. In the final report, the number of hold violations comes to 0. The synthesized instance count is 1737. Sum of negative setup slack: 0 ns. The buffer-and-inverter tally for the worst setup path was 1; the worst-case vdd ir drop was 0.838 mV. Warnings reported by Yosys during synthesis add up to 8. The clock transition at the registers of the reported paths works out to 0.06 ns.

The die height was 203 um. Category of the most critical setup path: reg -> out. After synthesis, the mean cell area works out to 11.6 um2. The cell sequence reported for the critical path is clkdlybuf4s50_1. The final report gives the standard cell area, fillers excluded, as 24400 um2. At the worst endpoint, the arrival time is 1.40 ns. Ratio of routed vias to standard cells: 5.87.

Per the OpenROAD floorplan log, the area of the core is 39700 um2. After floorplanning, the core was divided into 73 placement rows. Routed wire length: 51900 um.

The critical-path maximum fanout came out at 2. The total of flip-flops plus latches after synthesis is 448. STA classifies the critical path startpoint as a flop. The share of layout cells above drive strength 1 is 13.0%. The run gives 22600 um2 as the area after detailed placement. The script extracted a total leakage power of 12.0 nW. Global routing used 27.6% of the available tracks across all layers. The tools report the global-route wire length before repair as 83500 um. Entering global routing, the biggest net connects 114 pins. Once the floorplan was initialized, standard cells occupied 50.7% of the core. The prevailing post-synth register cell was sky130_fd_sc_hd__dfrtp_1.

The remaining routing DRC violations is 0. The logs give 1737 for the number of cells in Yosys stat and 6 for the count of TritonRoute iterations in the first routing pass. The tools report the clock tree root driver cell as sky130_fd_sc_hd__clkbuf_16. For the number of antenna violations at the first check in global routing, the log shows 1. For this run, the chip area from Yosys synthesis comes to 20100 um2.

The worst path uses 97.5% of the clock period. The tools report the post-synthesis sequential area ratio as 55.7%. For the maximum root-to-sink buffer count, the log shows 3.

Highest clock rate: 570 MHz. The critical path endpoint has a required time of 1.44 ns. During placement, the flow inserted port buffers numbering 106.

The run gives 448 for the number of clock sinks seen by CTS. TritonCTS built the clock tree. The die is 203 um wide. The post-synthesis async set-or-reset flop share was 100%.

The cell type group with the largest total delay on the critical path was buffers and inverters. In this run the remaining antenna-violating nets after routing total 0. For this design, the slowest cell found on the critical path is sky130_fd_sc_hd__clkdlybuf4s50_1. Per the TritonCTS log, the buffer count is 48.

The area added between synthesis and finish was 21.3%. The number of enable flip-flop cells is 0, and the tool warning count is 37. The final-report setup violation count is 0, and the final tally of max-slew violations is 0.

Yosys mapped the design onto 40 distinct sky130hd cell types. The final timing report lists clock skew as 0.0147 ns. For this run the detailed placement stage logged an HPWL of 32500 um.

The routed layout has 14400 vias. Headroom to the max-slew limit: 53.1%. For this run, the slowest stage of the critical path takes 0.46 ns. The die covers 41100 um2. With the count of filler cells inserted in the layout at 3101, the power density of the placed cells is 939 nW/um2. Looking at the clock tree report, the H-tree level count equals 2. Setup repair after global routing left no endpoint under its margin. The area of the mapped netlist is 20100 um2. The tightest min-delay check is of the in -> reg type.
## sequential cells by signal, indices dropped and copies added (netlist names)
register / cells
multi_line_shift_ram.u_dilated_shift_ram.shift_cnt: 12
r_window_data_regs: 72
window_data_valid_o: 1
multi_line_shift_ram.u_dilated_shift_ram.r_shift_ram_en: 3
multi_line_shift_ram.u_dilated_shift_ram.shift_ram_regs: 360
## power by group
part	switching [mW]	internal (mW)
combinational	1.32	1.05
clock	3.95	6.04
sequential	0.252	10.3
## per-stage QoR
| stage | worst slack (ns) | utilization [%] | total power [mW] | instances |
|---|---|---|---|---|
| finish | 0.0450 | 61.5 | 22.9 | 2453 |
| global route | 0.000350 | 61.5 | 23.8 | 2452 |
| CTS | 0.00139 | 61.3 | 23.2 | 2447 |
| detailed placement | -0.696 | 56.9 | 13.1 | 2336 |
| global placement | -0.660 | 56.9 | 13.1 | 2336 |
| floorplan | 0.133 | - | 11.9 | 1739 |
## cell type report
| cell class | count | area, um2 | share of cell area, % |
|---|---|---|---|
| Sequential cell | 448 | 11200 | 45.9 |
| Antenna cell | 1 | 2.50 | 0.0102 |
| Clock buffer | 73 | 1440 | 5.88 |
| Clock inverter | 13 | 165 | 0.676 |
| Tap cell | 525 | 657 | 2.69 |
| Inverter | 20 | 75.1 | 0.307 |
| Timing Repair Buffer | 256 | 2780 | 11.4 |
| Multi-Input combinational cell | 1117 | 8090 | 33.1 |
## synth_stat cells, types with 2 or more instances
cell	instances	share of area, %
sky130_fd_sc_hd__a21oi_1	60	1.5
sky130_fd_sc_hd__a22oi_1	48	1.8
sky130_fd_sc_hd__o41ai_1	4	0.17
sky130_fd_sc_hd__dfrtp_1	448	56
sky130_fd_sc_hd__ha_1	10	0.62
sky130_fd_sc_hd__nand2_1	3	0.056
sky130_fd_sc_hd__a222oi_1	72	3.6
sky130_fd_sc_hd__o21ai_0	4	0.099
sky130_fd_sc_hd__buf_6	5	0.28
sky130_fd_sc_hd__clkbuf_1	36	0.67
sky130_fd_sc_hd__or4_1	3	0.11
sky130_fd_sc_hd__nor2_1	364	6.8
sky130_fd_sc_hd__buf_4	28	1.0
sky130_fd_sc_hd__nand3_1	10	0.25
sky130_fd_sc_hd__a22o_1	120	5.2
sky130_fd_sc_hd__and3_1	2	0.062
sky130_fd_sc_hd__and2_1	2	0.062
sky130_fd_sc_hd__buf_2	84	2.1
sky130_fd_sc_hd__mux2i_1	312	16
sky130_fd_sc_hd__a21oi_4	7	0.57
sky130_fd_sc_hd__inv_1	20	0.37
sky130_fd_sc_hd__o31ai_1	2	0.075
sky130_fd_sc_hd__a31o_2	3	0.13
sky130_fd_sc_hd__o21bai_1	72	2.7
sky130_fd_sc_hd__or3_1	3	0.093
## routing by layer
metal	global-route usage, %	share of wire [%]	up-vias
met3	7.51	8.0	81
li1	-	-	6658
met4	5.02	2.2	0
met5	0	0	-
met1	44.8	45	7181
met2	39.8	45	478
## cell families (layout without fill, tap and decap cells)
family	count (synthesis)	count (layout)	share of synthesized area, %
simple gates	393	393	7.64
flops	448	448	55.7
mux	312	312	15.5
compound gates	399	399	16.1
fa+ha+maj	10	10	0.621
other cells	1	4	0.0186
buf+inv	174	362	4.47
## worst paths after layout
| path | slack [ns] | from | depth (start not counted) | end |
|---|---|---|---|---|
| setup / recovery | 0.04 | r_window_data_regs[6][1] | 1 | window_data_o[17] |
| hold / removal | 0.21 | en | 3 | flop |
| setup reg to reg | 0.35 | flop | 4 | r_window_data_regs[2][7] |
| hold reg to reg | 0.50 | r_window_data_regs[3][6] | 1 | r_window_data_regs[3][6] |
| max in group asynchronous | 0.90 | rst_n | 4 | asynchronous set/reset pin |
| min in group asynchronous | 0.48 | rst_n | 3 | asynchronous set/reset pin |
## repair_timing
item | in CTS | in global routing
pin swaps | 5 | 3
hold buffers | 2 | 0
endpoints found under the hold margin | 36 | 0
gates resized | 58 | 7
setup buffers | 23 | 5
endpoints found under the setup margin | 57 | 89
## placed cells by master, fill, tap and decap left out, drive strengths merged, types with 2 or more instances in the layout
master and n:
ha 10, o21ai 4, dlygate4sd2 51, o31ai 2
clkbuf 73, clkinv 9, mux2i 312, nand3 10
and2 2, nor2 365, a22oi 48, a22o 120
o21bai 72, nand2 3, nor2b 2, clkdlybuf4s50 45
or4 3, and3 2, a31o 3, conb 3
or3 3, dlymetal6s2s 6, a222oi 72, dfrtp 448
a21oi 68, bufinv 4, o41ai 4, buf 153
inv 20
Power figures rest on the tool's default switching activity, not on a simulated workload.
